==> ./run.sh <==
#!/bin/bash
# OpenROAD 26Q1-2900-gdf79404cd8, Yosys 0.63+post, stock flow scripts
make -C /OpenROAD-flow-scripts/flow DESIGN_CONFIG=/design/flow/config.mk WORK_HOME=/design/flow/orfs finish
==> ./config.mk <==
export PLATFORM = sky130hd
export DESIGN_NAME = clk_div
export DESIGN_NICKNAME = clk_div
export VERILOG_FILES = /design/flow/design.v
export SDC_FILE = /design/flow/constraint.sdc
export NUM_CORES = 4
export LEC_CHECK = 1
export CORE_UTILIZATION = 30
==> ./constraint.sdc <==
current_design clk_div

set clk_period 5.5
set clk_io_pct 0.2

create_clock -name clk0 -period $clk_period [get_ports {clk}]

set non_clock_inputs [all_inputs -no_clocks]
set_input_delay [expr $clk_period * $clk_io_pct] -clock clk0 $non_clock_inputs
set_output_delay [expr $clk_period * $clk_io_pct] -clock clk0 [all_outputs]
==> ./design.v <==
`timescale 1ns / 1ps
module clk_div(input clk,
					input rst,
					input SW2,
					output reg[31:0]clkdiv,
					output Clk_CPU
					);
	always @ (posedge clk or posedge rst) begin 
		if (rst) clkdiv <= 0; else clkdiv <= clkdiv + 1'b1; end
	assign Clk_CPU=(SW2)? clkdiv[24] : clkdiv[1];
endmodule
==> results.sh <==
# flow metrics
export IMPL_clockBufferDepth=2
export IMPL_yosys_area_um2=1500
export IMPL_endpoint_kind="output pin"
export IMPL_fp_dieH_um=72.7
export IMPL_min_path_type="reg2reg"
export IMPL_p_per_area_nw_per_um2=227
export IMPL_dp_cells=229
export IMPL_routabilityCongestion=0.754
export IMPL_fill_cells=450
export IMPL_io_pin_count=36
export IMPL_synth_edff_count=0
export IMPL_ys_cells=130
export IMPL_synth_avg_cell_area_um2=11.5
export IMPL_grt_usage_pct=12.4
export IMPL_drt_initial_drc_count=33
export IMPL_largest_reg_flops=32
export IMPL_rows=25
export IMPL_setup_tns_ns=0
export IMPL_ys_ff=32
export IMPL_drtAntennaViolNets=0
export IMPL_ir_worst_vdd_v=0.000130
export IMPL_intPower_uw=371
export IMPL_clock_fmax_mhz=296
export IMPL_cts_root_buf="clkbuf_8"
export IMPL_cap_violations=0
export IMPL_postCtsSetupBuffers=0
export IMPL_arrival_ns=2.28
export IMPL_io_buffers=35
export IMPL_syn_inst=130
export IMPL_pwr_share_comb_pct=1.4
export IMPL_dieWidth_um=72.7
export IMPL_cts_sinks=32
export IMPL_setup_viol=0
export IMPL_drt_wl_total_um=2950
export IMPL_grt_max_degree=33
export IMPL_clock_skew_ns=0.00443
export IMPL_crit_type="in2out"
export IMPL_min_period_ns=3.38
export IMPL_max_flop_register="clkdiv"
export IMPL_ff_type="dfrtp_1"
export IMPL_drive_above_1_share_pct=10.0
export IMPL_startpoint_type="input port"
export IMPL_fin_crit_sh_pct=61.4
export IMPL_wire_per_inst_um=12.5
export IMPL_yosysSeqAreaShare_pct=53.4
export IMPL_holdPathStages=1
export IMPL_p_sw_uw=87.7
export IMPL_cp_required_ns=4.40
export IMPL_ys_types=22
export IMPL_worstSkewPairLatency_ns=0.28
export IMPL_coreArea_um2=4750
export IMPL_area_growth_synth_to_final_pct=35.1
export IMPL_dpl_cell_area_um2=1920
export IMPL_reg_top3="clkdiv x32"
export IMPL_tightestPinTransition_ns=0.501
export IMPL_num_vias=1084
export IMPL_critPathMaxFanout=1
export IMPL_flop_area_um2=801
export IMPL_grt_pass1_wl_um=5010
export IMPL_clock_power_share_pct=47.3
export IMPL_cts_hold_buf=0
export IMPL_fp_util_pct=31.6
export IMPL_antenna_found_initial=0
export IMPL_leakagePower_nw=0.904
export IMPL_syn_area_um2=1500
export IMPL_warning_count=25
export IMPL_grt_setup_unrepaired="no"
export IMPL_cts_buffers=5
export IMPL_first_pass_iters=4
export IMPL_vias_per_cell=4.57
export IMPL_grt_pass1_vias=1058
export IMPL_cts_tree="built"
export IMPL_grt_overflow=0
export IMPL_n_antenna_cell=0
export IMPL_slew_viol_final=0
export IMPL_outcome="finished, final reports clean"
export IMPL_drc=0
export IMPL_swShare_pct=19.1
export IMPL_reg2regPathDepth=5
export IMPL_comb_area_um2=658
export IMPL_cts_resized=0
export IMPL_clk_pin_slew_worst_paths_ns=0.06
export IMPL_final_cells=237
export IMPL_finalInstanceArea_um2=2030
export IMPL_hold_viol_final=0
export IMPL_p_seq_share_pct=51.3
export IMPL_ys_warn_count=1
export IMPL_async_flop_share_pct=100
export IMPL_post_dp_hpwl_um=2020
export IMPL_htreeDepth=2
export IMPL_maxSlewHeadroom_pct=66.5
export IMPL_die_area_um2=5290
area by class of cell:
cell class,instances,area share [%]
flip-flops and latches,32,39.5
multi-input cells,89,32.5
repair buffers,36,17.7
well taps,67,4.14
clock buffers,6,3.58
clock inverters,2,1.73
inverters,5,0.926
power by group through the flow:
stage	sequential, mW	combinational (mW)	clock [mW]
6_report	0.235	0.00647	0.217
5_1_grt	0.235	0.00749	0.234
4_1_cts	0.235	0.00693	0.224
through the flow:
step	util [%]	power [mW]	setup WS [ns]	hold WS, ns
final	42.6	0.459	2.12	0.473
after global routing	42.6	0.477	2.10	0.498
after CTS	42.6	0.466	2.12	0.472
after detailed placement	40.4	0.247	2.12	0.460
after global placement	40.4	0.247	2.12	0.455
after floorplan	-	0.243	3.02	0.420
layout by cell type (no fill, tap or decap):
cell             instances
clkdlybuf4s50_1         35
dfrtp_1                 32
xor2_1                  19
xnor2_1                 11
nand3_1                 10
nand2_1                  9
nor4_1                   6
inv_1                    5
and4_1                   5
and3_1                   5
clkbuf_8                 5
nand4_1                  4
nor4_2                   4
nor3_1                   4
nor2_1                   4
nand3_4                  2
nand2_2                  1
nand3_2                  1
nor3b_1                  1
nor2b_1                  1
mux2_2                   1
ha_1                     1
clkinv_2                 1
bufinv_16                1
clkbuf_1                 1
buf_4                    1
cell families after synthesis:
kind of cell	count (synthesis)	share of synthesized area [%]
fa+ha+maj	1	0.834
mux	1	0.751
buf+inv	9	2.75
xor+xnor	30	17.5
simple gates	57	24.8
flops	32	53.4
metal layers:
| metal | GRT usage, % | share of wire [%] | vias up |
|---|---|---|---|
| met5 | 0 | 0 | - |
| met4 | 1.74 | 1.6 | 0 |
| met3 | 4.20 | 5.9 | 5 |
| met2 | 18.5 | 45 | 25 |
| met1 | 18.7 | 47 | 529 |
| li1 | - | - | 525 |
final timing paths:
| path | startpoint | end | slack, ns |
|---|---|---|---|
| setup / recovery | SW2 | Clk_CPU | 2.12 |
| hold / removal | clkdiv[31] | clkdiv[31] | 0.47 |
| setup reg to reg | clkdiv[1] | clkdiv[28] | 3.69 |
| hold reg to reg | clkdiv[31] | clkdiv[31] | 0.47 |
| max in group asynchronous | rst | clkdiv[17] | 4.01 |
| min in group asynchronous | rst | clkdiv[10] | 1.20 |
cell usage after synthesis, drive strengths merged, types with 5 or more instances:
cell type,n,area (um^2)
xor2,19,166
nand3,13,95.1
xnor2,11,96.3
and4,5,43.8
nor4,10,87.6
inv,5,18.8
dfrtp,32,801
nand2,10,40.0
and3,5,31.3
worst max-delay path, cell delays in order:
cell	delay (ns)
clkdlybuf4s50_1	0.46
mux2_2	0.32
clkdlybuf4s50_1	0.40
Power is estimated from default activity; no workload was simulated.
